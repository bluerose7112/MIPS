<file path="flow/design.v">
module InputBuffer (clk,rst,iData,oData);
	input clk, rst;
	input[7:0] iData;
	output[31:0] oData;
		reg[31:0] oData;
	reg[1:0] cnt;
	reg[31:8] buff;
	always @(negedge clk or negedge rst)
	begin
		if(!rst)
			cnt <= 2'd0;
		else
			cnt <= cnt + 2'b1;
	end
	always @(negedge clk or negedge rst)
	begin
		if(!rst)
			oData <= 32'd0;
		else
			case(cnt)
			2'b00: buff[31:24]	<= iData;
			2'b01: buff[23:16]	<= iData;
			2'b10: buff[15:8]		<= iData;
			2'b11: oData			<= {buff,iData};
			endcase
	end
endmodule
</file>
<file path="flow/run.sh">
#!/bin/bash
# OpenROAD 26Q1-2900-gdf79404cd8, Yosys 0.63+post, stock flow scripts
make -C /OpenROAD-flow-scripts/flow DESIGN_CONFIG=/design/flow/config.mk WORK_HOME=/design/flow/orfs finish
</file>
<file path="flow/config.mk">
export PLATFORM = sky130hd
export DESIGN_NAME = InputBuffer
export DESIGN_NICKNAME = InputBuffer
export VERILOG_FILES = /design/flow/design.v
export SDC_FILE = /design/flow/constraint.sdc
export NUM_CORES = 4
export LEC_CHECK = 1
export CORE_UTILIZATION = 30
</file>
<file path="flow/constraint.sdc">
current_design InputBuffer

set clk_period 3.5
set clk_io_pct 0.2

create_clock -name clk0 -period $clk_period [get_ports {clk}]

set non_clock_inputs [all_inputs -no_clocks]
set_input_delay [expr $clk_period * $clk_io_pct] -clock clk0 $non_clock_inputs
set_output_delay [expr $clk_period * $clk_io_pct] -clock clk0 [all_outputs]
</file>
==> flow_summary_export.csv <==
group,metric,value,unit
global_route,track_usage,10.8,%
critical_path,r2r-start,"cnt[0]",
cells_and_area,layout.cells.most_common,"sky130_fd_sc_hd__buf_4",
timing,hold_violations,0,
cells_and_area,final_layout_size_suffix_gt1_share,38.2,%
critical_path,rrSetupSlack,1.56,ns
drt,drtAntennaViolNets,0,
clock_tree,clkSinkCount,58,
cells_and_area,fillerInstances,598,
pwr,irDropWorstVdd,0.000229,V
clock_tree,insertion_delay,0.37,ns
cells_and_area,layout_top_cells,"sky130_fd_sc_hd__buf_4 (37), sky130_fd_sc_hd__dfrtn_1 (34), sky130_fd_sc_hd__dlygate4sd2_1 (32), sky130_fd_sc_hd__mux2_4 (30), sky130_fd_sc_hd__inv_1 (26)",
die,number_of_rows_created_at_floorplan,30,
pwr,p_leak,1.49,nW
cells_and_area,multi_input_comb_area,544,um^2
logic_synthesis,ys_types,9,
die,horizontal_extent_of_the_die,87.6,um
logic_synthesis,synth-area-yosys,2200,um^2
critical_path,cp-end-kind,"output pin",
critical_path,timing.critical_path.to,"oData[6]",
logic_synthesis,count_of_warnings_emitted_by_yosys,1,
critical_path,critical_path.max_stage_delay,0.41,ns
drt,routed_wl,3740,um
global_route,grt_most_used_layer,"met1",
timing,finalClockSkew,0.0590,ns
die,fp.coreArea,6940,um^2
timing,slew_headroom,54.3,%
drt,dr.first_iter.drc_count,36,
placed_design,numPortBuffers,41,
die,die_y,87.6,um
critical_path,critical_path_cell_count,1,
cells_and_area,fin_area,3190,um^2
placed_design,place_hpwl,2610,um
pwr,power_density,481,nW/um^2
timing,slew_viol_final,0,
drt,viasPerCell,3.78,
global_route,grt_pass1_wl,5890,um
cells_and_area,ff_latch_area,1570,um^2
clock_tree,clockRootBuffer,"sky130_fd_sc_hd__clkbuf_8",
die,chipArea,7670,um^2
global_route,antenna_found_initial,0,
critical_path,crit_path_start_kind,"flop",
critical_path,critical_path.slowest_cell,"sky130_fd_sc_hd__dfrtn_1",
global_route,overflow,0,
logic_synthesis,post_synthesis_cell_count_from_yosys,104,
timing,worst-slew-pin-transition,0.686,ns
die,initCoreUtil,31.6,%
status,result_of_the_run,"finished clean",
drt,drc_errors,0,
critical_path,timing.critical_path.buf_inv,1,
logic_synthesis,yosys.area.top_type,"sky130_fd_sc_hd__dfrtn_1",
drt,detail_route.wl_per_cell,11.9,um
global_route,met3_usage_in_global_routing,3.63,%
logic_synthesis,synth-seq-area-share,71.6,%
critical_path,path_class,"flop to output pin",
critical_path,reg2regPathDepth,3,
clock_tree,cts.htree.levels,3,
critical_path,timing.critical_path.from,"oData[6]",
clock_tree,tritoncts.num_buffers,9,
global_route,grt_max_degree,31,
run,tool_warnings,52,
global_route,grt_use_met2,14.6,%
critical_path,crit_family,"flip-flops",
timing,setup_total_negative_slack,0,ns
logic_synthesis,syn_area,2200,um^2
placed_design,place_area,2790,um^2
clock_tree,cts_tree,"built",
run,timing.max_cap.violations,0,
hold_path,holdCritPathClass,"flop to flop",
critical_path,crit_fanout,2,
die,io_pins,42,
critical_path,critical_path.cell_chain,"dlygate4sd2_1",
drt,antenna-diode-count,0,
cells_and_area,area_delta_synth_final,45.1,%
placed_design,pre_cts_ws,-0.203,ns
drt,drt_pre_antenna_iters,4,
global_route,grt_pass1_vias,1184,
logic_synthesis,synth_cells,104,
clock_tree,max-clock-path-buffers,2,
logic_synthesis,synth_top_area_share,38.7,%
global_route,use_met1,18.1,%
drt,route.vias.total,1183,
timing,grt_setup_unrepaired,"no",
timing,setup_violations,0,
logic_synthesis,post_synth.cell_area_avg,21.1,um^2
logic_synthesis,ys_top_cells_by_area,"sky130_fd_sc_hd__dfrtn_1 (39%), sky130_fd_sc_hd__edfxtp_1 (33%), sky130_fd_sc_hd__mux2_4 (21%)",
critical_path,required,2.80,ns
timing,final_critical_path_setup_slack,0.106,ns
placed_design,gp_routability_congestion,0.793,
logic_synthesis,synth_flops,58,
critical_path,worstReg2RegEnd,"oData[22]",
clock_tree,clk_transition_reported_paths,0.05,ns
critical_path,worstPathArrival,2.69,ns
==> flip-flops by register name, indices dropped and copies added, names as in the netlist <==
register	cells
oData	32
buff	24
cnt	2
==> kinds of logic (layout without fill, tap and decap cells) <==
kind of cell	after synthesis	after routing	share of synthesized area [%]
flops	58	58	71.6
buf+inv	7	120	3.76
simple gates	3	3	0.855
fa+ha+maj	4	4	2.28
mux	32	32	21.5
==> where the power goes <==
| part | total (mW) | internal (mW) | switching [mW] | leakage, nW |
|---|---|---|---|---|
| logic | 0.0663 | 0.0440 | 0.0223 | 0.631 |
| registers | 0.730 | 0.725 | 0.00464 | 0.624 |
| clock network | 0.737 | 0.430 | 0.307 | 0.233 |
| total | 1.53 | 1.20 | 0.334 | 1.49 |
==> layout make-up <==
| class | instances | area share, % |
|---|---|---|
| flip-flops and latches | 58 | 49.3 |
| clock buffers | 10 | 4.00 |
| well taps | 96 | 3.77 |
| inverters | 2 | 0.236 |
| clock inverters | 30 | 5.26 |
| multi-input cells | 39 | 17.1 |
| repair buffers | 78 | 20.3 |
==> worst min-delay path by stage <==
| stage | start | to | slack, ns | depth (start not counted) |
|---|---|---|---|---|
| after CTS | buff[25] | oData[25] | 0.40 | 1 |
| after global routing | buff[25] | oData[25] | 0.41 | 1 |
| final | buff[12] | oData[12] | 0.40 | 1 |
==> metrics by stage <==
step / utilization (%) / power, mW / cells / hold WS, ns
floorplan: - / 0.795 / 104 / 0.349
global placement: 40.1 / 0.849 / 254 / 0.371
detailed placement: 40.1 / 0.849 / 254 / 0.360
CTS: 45.9 / 1.55 / 313 / 0.403
global route: 45.9 / 1.61 / 313 / 0.411
finish: 45.9 / 1.53 / 313 / 0.399
==> repair_timing <==
action / CTS / global route
buffers inserted: 20 / 0
hold buffers: 0 / 0
endpoints found under the hold margin: 0 / 0
resized: 32 / 0
endpoints found under the setup margin: 32 / 0
==> Yosys cell counts <==
cell type and n:
sky130_fd_sc_hd__dfrtn_1 34, sky130_fd_sc_hd__mux2_4 30, sky130_fd_sc_hd__edfxtp_1 24, sky130_fd_sc_hd__ha_1 4
sky130_fd_sc_hd__and2_1 3, sky130_fd_sc_hd__buf_12 3, sky130_fd_sc_hd__inv_1 3, sky130_fd_sc_hd__mux2_2 2
sky130_fd_sc_hd__buf_6 1
==> metal layers <==
metal	share of wire, %	routed length (um)	vias up
met1	50	1880	550
met4	0.75	28	0
met5	0	0	-
li1	-	-	589
met2	42	1560	40
met3	7.2	270	4
No activity file was given, so power comes from the tool's default toggle rates.
